--- design/flow/run.sh ---
#!/bin/bash
# OpenROAD 26Q1-2900-gdf79404cd8, Yosys 0.63+post, stock flow scripts
make -C /OpenROAD-flow-scripts/flow DESIGN_CONFIG=/design/flow/config.mk WORK_HOME=/design/flow/orfs finish
--- design/flow/config.mk ---
export PLATFORM = sky130hd
export DESIGN_NAME = blinky
export DESIGN_NICKNAME = blinky
export VERILOG_FILES = /design/flow/design.v
export SDC_FILE = /design/flow/constraint.sdc
export NUM_CORES = 4
export LEC_CHECK = 1
export CORE_UTILIZATION = 30
--- design/flow/constraint.sdc ---
current_design blinky

set clk_period 4.1
set clk_io_pct 0.2

create_clock -name clk0 -period $clk_period [get_ports {CLK}]

set non_clock_inputs [all_inputs -no_clocks]
set_input_delay [expr $clk_period * $clk_io_pct] -clock clk0 $non_clock_inputs
set_output_delay [expr $clk_period * $clk_io_pct] -clock clk0 [all_outputs]
--- design/flow/design.v ---
module blinky (
    input  logic CLK,     
    input  logic RX,      
    output logic TX,      
    output logic LED4,    
    output logic LED3,    
    output logic LED2,
    output logic LED1,
    output logic LED0
);
  logic [7:0] rx_data;
  logic       rx_valid;
  logic       tx_ready;
  logic [31:0] display_value = 32'h0000_0000;
  uart_rx uart_inst (
      .clk(CLK),
      .rx(RX),
      .data(rx_data),
      .valid(rx_valid)
  );
  uart_tx tx_inst (
      .clk(CLK),
      .data(rx_data),
      .valid(rx_valid),
      .tx(TX),
      .ready(tx_ready)
  );
  always_ff @(posedge CLK) begin
    if (rx_valid) begin
      display_value <= {display_value[23:0], rx_data};
    end
  end
  led_nibble_display display_inst (
      .clk(CLK),
      .value(display_value),
      .leds({LED3, LED2, LED1, LED0}),
      .led_pos(LED4)
  );
endmodule
module led_nibble_display (
    input  logic        clk,       
    input  logic [31:0] value,     
    output logic [3:0]  leds,      
    output logic        led_pos    
);
  localparam NIBBLE_CYCLES = 6_000_000;
  logic [22:0] counter = '0;
  logic [2:0] nibble_sel = '0;
  logic [3:0] current_nibble;
  logic [7:0] duty;
  localparam FLASH_CYCLES = 1_200_000;
  always_ff @(posedge clk) begin
    if (counter >= (NIBBLE_CYCLES - 1)) begin
      counter <= '0;
      nibble_sel <= nibble_sel + 1'd1;
    end else begin
      counter <= counter + 1'd1;
    end
  end
  logic flash_active;
  assign flash_active = (counter < FLASH_CYCLES);
  always_comb begin
    case (nibble_sel)
      3'd0: current_nibble = value[31:28];   
      3'd1: current_nibble = value[27:24];   
      3'd2: current_nibble = value[23:20];   
      3'd3: current_nibble = value[19:16];   
      3'd4: current_nibble = value[15:12];   
      3'd5: current_nibble = value[11:8];    
      3'd6: current_nibble = value[7:4];     
      3'd7: current_nibble = value[3:0];     
    endcase
  end
  always_comb begin
    case (nibble_sel)
      3'd0: duty = 8'd255;   
      3'd1: duty = 8'd180;   
      3'd2: duty = 8'd120;   
      3'd3: duty = 8'd75;    
      3'd4: duty = 8'd45;    
      3'd5: duty = 8'd25;    
      3'd6: duty = 8'd10;    
      3'd7: duty = 8'd0;     
    endcase
  end
  assign leds = current_nibble;
  logic [7:0] effective_duty;
  assign effective_duty = flash_active ? 8'd255 : duty;
  pwm #(.WIDTH(8)) pwm_inst (
      .clk(clk),
      .duty(effective_duty),
      .out(led_pos)
  );
endmodule
module pwm #(
    parameter WIDTH = 8   
)(
    input  logic             clk,
    input  logic [WIDTH-1:0] duty,   
    output logic             out
);
  logic [WIDTH-1:0] counter = '0;
  always_ff @(posedge clk) counter <= counter + 1'd1;
  assign out = (counter < duty);
endmodule
module uart_rx #(
    parameter CLK_FREQ = 12_000_000,
    parameter BAUD_RATE = 115200
) (
    input  logic       clk,
    input  logic       rx,         
    output logic [7:0] data,       
    output logic       valid       
);
  localparam logic [6:0] CYCLES_PER_BIT = 7'(CLK_FREQ / BAUD_RATE);   
  typedef enum logic [1:0] {
    IDLE,
    START,
    DATA,
    STOP
  } state_t;
  state_t state = IDLE;
  logic [6:0] cycle_count = '0;       
  logic [2:0] bit_index = '0;         
  logic [7:0] shift_reg = '0;         
  logic rx_sync1 = 1'b1;
  logic rx_sync2 = 1'b1;
  always_ff @(posedge clk) begin
    rx_sync1 <= rx;
    rx_sync2 <= rx_sync1;
  end
  always_ff @(posedge clk) begin
    valid <= 1'b0;   
    case (state)
      IDLE: begin
        cycle_count <= '0;
        bit_index <= '0;
        if (rx_sync2 == 1'b0) begin
          state <= START;
        end
      end
      START: begin
        if (cycle_count == (CYCLES_PER_BIT / 2) - 1) begin
          if (rx_sync2 == 1'b0) begin
            cycle_count <= '0;
            state <= DATA;
          end else begin
            state <= IDLE;
          end
        end else begin
          cycle_count <= cycle_count + 1'd1;
        end
      end
      DATA: begin
        if (cycle_count == CYCLES_PER_BIT - 1) begin
          shift_reg <= {rx_sync2, shift_reg[7:1]};
          cycle_count <= '0;
          if (bit_index == 3'd7) begin
            state <= STOP;
          end else begin
            bit_index <= bit_index + 1'd1;
          end
        end else begin
          cycle_count <= cycle_count + 1'd1;
        end
      end
      STOP: begin
        if (cycle_count == CYCLES_PER_BIT - 1) begin
          if (rx_sync2 == 1'b1) begin
            data <= shift_reg;
            valid <= 1'b1;
          end
          state <= IDLE;
        end else begin
          cycle_count <= cycle_count + 1'd1;
        end
      end
    endcase
  end
endmodule
module uart_tx #(
    parameter CLK_FREQ = 12_000_000,
    parameter BAUD_RATE = 115200
) (
    input  logic       clk,
    input  logic [7:0] data,       
    input  logic       valid,      
    output logic       tx,         
    output logic       ready       
);
  localparam logic [6:0] CYCLES_PER_BIT = 7'(CLK_FREQ / BAUD_RATE);   
  typedef enum logic [1:0] {
    IDLE,
    START,
    DATA,
    STOP
  } state_t;
  state_t state = IDLE;
  logic [6:0] cycle_count = '0;       
  logic [2:0] bit_index = '0;         
  logic [7:0] shift_reg = '0;         
  assign ready = (state == IDLE);
  always_ff @(posedge clk) begin
    case (state)
      IDLE: begin
        tx <= 1'b1;   
        cycle_count <= '0;
        bit_index <= '0;
        if (valid) begin
          shift_reg <= data;
          state <= START;
        end
      end
      START: begin
        tx <= 1'b0;   
        if (cycle_count == CYCLES_PER_BIT - 1) begin
          cycle_count <= '0;
          state <= DATA;
        end else begin
          cycle_count <= cycle_count + 1'd1;
        end
      end
      DATA: begin
        tx <= shift_reg[0];   
        if (cycle_count == CYCLES_PER_BIT - 1) begin
          cycle_count <= '0;
          shift_reg <= {1'b0, shift_reg[7:1]};   
          if (bit_index == 3'd7) begin
            state <= STOP;
          end else begin
            bit_index <= bit_index + 1'd1;
          end
        end else begin
          cycle_count <= cycle_count + 1'd1;
        end
      end
      STOP: begin
        tx <= 1'b1;   
        if (cycle_count == CYCLES_PER_BIT - 1) begin
          state <= IDLE;
        end else begin
          cycle_count <= cycle_count + 1'd1;
        end
      end
    endcase
  end
endmodule
==> results.toml <==
# implementation run metrics
[final_timing]
maxSlewViolCount = 0
fin_ws_ns = 0.203
worst_pin_slew_ns = 0.846
slew_headroom = 0.436
period_minus_slack_ns = 3.90
finalHoldViolations = 0
max_freq_ghz = 0.257
tns_ns = 0
finClkSkew_ns = 0.0102
rsz0062_at_grt = "false"
fin_crit_sh = 0.950
setup_viol = 0

[drt]
wl_per_cell_um = 12.8
num_vias = 3436
routed_wl_mm = 9.06
drcViolationCount = 0
n_antenna_cell = 0
drt_iter0_markers = 235
first_pass_iters = 4
via_per_inst = 4.87
postRouteAntennaNets = 0

[finish]
filler_cell_count = 1607
reg.largest.list = "display_value x32, display_inst.counter x23"
largest_register_ffs = 32
stdcell_count = 706
largest_register = "display_value"
area_growth_pct = 18.5
drive_gt1_frac = 0.150
final_area_mm2 = 0.00643

[placement]
io_buffers = 7
place_congestion = 0.846
hpwlAfterDp_mm = 5.85
place_area_mm2 = 0.00575
dp_cells = 672
dp_slack_ns = 0.327

[synth]
yosys-stat-area_mm2 = 0.00543
area_leaders = "edfxtp_1 (46%), dfxtp_1 (13%), ha_1 (6.7%), nor2_1 (3.0%), xnor2_1 (2.3%)"
avgSynthCellArea_um2 = 12.1
syn_inst = 449
yosys_warnings = 5
synth-seq-cells = 118
syn-cell-area_mm2 = 0.00543
synth-edff-count = 83
yosysUniqueCellTypes = 55
yosysTopAreaCellShare = 0.459
synthArstFlopShare = 0
yosysTopAreaCell = "edfxtp_1"
ys_cells = 449
synth_top_flop_cell = "edfxtp_1"
synth_seq_share = 0.589

[worst_setup_path]
reg2reg_slack_ns = 1.85
end_kind = "output pin"
cp_max_fo = 8
path_class = "flop to output pin"
startpoint = "display_inst.counter[22]"
r2r_start = "display_inst.counter[4]"
worst-r2r-cell-count = 4
required_ns = 3.28
regToRegEndpoint = "display_inst.nibble_sel[0]"
cp.arrival_ns = 3.08
startpoint_type = "flop"
endpoint = "LED4"

[clock_network]
cts-buffers-inserted = 17
root_buffer = "clkbuf_16"
cts.clk_slew.worst_paths_ns = 0.06
worstSkewPairLatency_ns = 0.41
cts_tree = "done"
cts_max_level = 4
clk_path_buf_depth = 2
hold_buffers = 0
clock_sinks = 118

[job]
cap_violations = 0
warnings = 36

[grt]
track_usage = 0.108
grt_pass1_wl_mm = 15.7
overflow = 0
grt_max_degree = 34
grt_pass1_vias = 3342
antenna_found_initial = 0

[die]
ios = 8
initCoreUtil = 0.310
die_h_um = 136
num_rows = 48
die-width_um = 136
dieArea_mm2 = 0.0186
core_mm2 = 0.0175

[power_and_ir_drop]
vdd_drop_max_mv = 0.281
leakagePower_uw = 0.00240
powerDensity_mw_per_mm2 = 436

[outcome]
status = "finished clean"

[worst_hold_path]
hold_class = "flop to flop"
-- cell usage in the layout (no fill, tap or decap), drive strengths merged, types with 3 or more instances in the layout --
cell type | synthesis | routed
nand4 | 7 | 7
or3 | 4 | 4
buf | 6 | 7
and4 | 3 | 3
nor2b | 5 | 5
clkinv | 0 | 4
and2 | 5 | 5
or4 | 4 | 4
nand3 | 23 | 23
dfxtp | 35 | 35
a21oi | 16 | 16
clkdlybuf4s50 | 0 | 7
clkbuf | 8 | 17
ha | 29 | 29
nor3 | 21 | 21
o31ai | 6 | 6
a211oi | 12 | 12
edfxtp | 83 | 83
o21a | 4 | 4
a222oi | 4 | 4
nand2 | 19 | 19
bufinv | 0 | 3
mux2 | 8 | 8
nor4 | 5 | 5
mux2i | 3 | 3
inv | 18 | 24
xor2 | 13 | 13
a21o | 3 | 3
a221oi | 3 | 3
nor2 | 44 | 44
xnor2 | 14 | 14
o21ai | 14 | 14
and3 | 9 | 9
-- cell families after synthesis --
kind of cell | after synthesis | share of synthesized area
xor+xnor | 27 | 0.0436
flops | 118 | 0.589
simple gates | 158 | 0.156
mux | 11 | 0.0221
buf+inv | 32 | 0.0247
compound gates | 74 | 0.0980
fa+ha+maj | 29 | 0.0669
-- stage by stage --
stage / hold slack, ns / util / power, uW
2_1_floorplan: 0.310 / - / 1300
3_3_place_gp: 0.319 / 0.329 / 1300
3_5_place_dp: 0.319 / 0.329 / 1300
4_1_cts: 0.332 / 0.365 / 2840
5_1_grt: 0.353 / 0.368 / 2900
6_report: 0.327 / 0.368 / 2800
-- power breakdown --
| group | switching, uW | leakage, uW | internal (uW) | total, uW |
|---|---|---|---|---|
| Combinational | 2.96 | 0.00103 | 3.50 | 6.46 |
| Sequential | 3.17 | 0.00107 | 1260 | 1270 |
| Clock | 559 | 0.000297 | 970 | 1530 |
-- worst max-delay path, cell delays in order (launching register included) --
cell	delay, ns
dfxtp_2	0.36
nor4_4	0.37
a21oi_2	0.12
a31oi_4	0.26
nor2_1	0.09
ha_1	0.30
and4_1	0.18
o21ai_1	0.08
a211o_1	0.28
o221a_2	0.25
clkdlybuf4s50_1	0.39
-- worst min-delay path by stage --
stage	from	endpoint	cells after the start
CTS	uart_inst.rx_sync1	uart_inst.rx_sync2	0
global route	uart_inst.rx_sync1	uart_inst.rx_sync2	0
finish	uart_inst.rx_sync1	uart_inst.rx_sync2	0
-- layer usage --
layer / global-route usage / vias up / wire [um]
met5: 0 / - / 0
met4: 0.0142 / 0 / 65
met3: 0.0350 / 4 / 383
met2: 0.162 / 67 / 4060
met1: 0.163 / 1626 / 4550
li1: - / 1739 / -
-- synth_stat cells, types with 4 or more instances --
library cell	n
nor2_1	44
dfxtp_1	35
xnor2_1	14
a222oi_1	4
inv_1	18
clkbuf_1	8
xor2_1	13
mux2_2	8
o31ai_1	6
nand4_1	6
edfxtp_1	83
o21a_1	4
nor3_1	21
a211oi_1	8
and3_1	7
nor4_1	5
ha_1	29
nor2b_1	5
nand2_1	17
a211oi_2	4
o21ai_0	14
nand3_1	23
and2_1	5
a21oi_1	16
buf_2	5
-- cell type report --
class / instances / area (um^2) / area share
sequential: 118 / 3200 / 0.497
clock inverter: 15 / 191 / 0.0298
clock buffer: 17 / 425 / 0.0662
inverter: 18 / 67.6 / 0.0105
tap: 225 / 282 / 0.0438
timing repair buffer: 14 / 123 / 0.0191
multi-input combinational: 299 / 2140 / 0.333
-- what timing repair did --
item / in CTS / in global routing
endpoints found under the setup margin: 1 / 1
pin swaps: 0 / 1
resized: 4 / 8
buffers inserted: 0 / 2
Power and IR drop assume default switching activity.
